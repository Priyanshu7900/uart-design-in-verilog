--- flow/design.v ---
`timescale 1ns / 1ps
module uart_rx_top(
input clk, rst, baud_pulse, rx, sticky_parity, eps,
input pen,
input [1:0] wls,
output reg push,
output reg pe, fe, bi
    );
typedef enum logic [2:0] {idle = 0, start = 1, read = 2, parity = 3, stop = 4} state_type;
state_type state = idle;
reg rx_reg = 1'b1;
wire fall_edge;
always@(posedge clk)
begin
rx_reg <= rx;
end
assign fall_edge = rx_reg;
 reg [2:0] bitcnt;
 reg [3:0] count = 0;
 reg [7:0] dout =0;
 reg pe_reg;  
always@(posedge clk, posedge rst)    
 begin
 if(rst)
  begin
  state <= idle;
  push  <= 1'b0;
  pe    <= 1'b0;
  fe    <= 1'b0;
  bi    <= 1'b0;
  bitcnt <= 8'h00;
  end
 else
   begin
      push  <= 1'b0;
      if(baud_pulse)
         begin
                   case(state)
                           idle : 
                           begin
                             if(!fall_edge)
                             begin
                             state <= start;
                             count <= 5'd15;
                             end
                             else
                             begin
                             state <= idle;
                             end
                           end
                           start:
                           begin
                           count <= count - 1;
                           if(count == 5'd7)
                                begin
                                     if(rx == 1'b1)
                                       begin
                                       state <= idle;
                                       count <= 5'd15;
                                       end
                                      else
                                       begin
                                       state <= start;
                                       end
                                end
                           else if (count == 0)
                                 begin
                                 state <= read;
                                 count <= 5'd15;
                                 bitcnt <= {1'b1,wls};
                                 end
                           end
                           read: begin
                               count <= count - 1;
                                if(count == 5'd7)
                                begin
                                            case(wls)
                                            2'b00: dout <= {3'b000, rx, dout[4:1]}; 
                                            2'b01: dout <= {2'b00 , rx, dout[5:1]}; 
                                            2'b10: dout <= {1'b0  , rx, dout[6:1]}; 
                                            2'b11: dout <= {        rx, dout[7:1]}; 
                                            endcase
                                            state <= read;
                                end
                               else if (count == 0)
                                begin
                                        if(bitcnt == 0)
                                               begin
                                                                 case({sticky_parity, eps})
                                                                 2'b00: pe_reg <= ~^{rx,dout};  
                                                                 2'b01: pe_reg <= ^{rx,dout};  
                                                                 2'b10: pe_reg <= ~rx;  
                                                                 2'b00: pe_reg <= rx;  
                                                                 endcase
                                                       if(pen == 1'b1)
                                                             begin
                                                                 state <= parity;
                                                                 count  <= 5'd15;
                                                              end
                                                          else 
                                                                begin
                                                                state <= stop; 
                                                                count  <= 5'd15;
                                                                end
                                                         end   
                                           else
                                                      begin
                                                      bitcnt <= bitcnt - 1;
                                                      state  <= read;
                                                      count  <= 5'd15;
                                                      end   
                                 end
                           end
                           parity: 
                           begin
                                 count <= count - 1;
                                         if(count == 5'd7)
                                            begin
                                             pe <= pe_reg;
                                             state <= parity;
                                            end
                                       else if (count == 0)
                                             begin
                                             state <= stop;
                                             count <= 5'd15;
                                             end
                           end
                           stop : begin
                                  count <= count - 1;
                                      if(count == 5'd7)
                                            begin
                                             fe    <= ~rx;
                                             push  <= 1'b1;
                                             state <= stop;
                                            end
                                       else if (count == 0)
                                             begin
                                             state <= idle;
                                             count <= 5'd15;
                                             end
                                  end
                           default: ;
                   endcase
         end
   end
 end   
endmodule
--- flow/run.sh ---
#!/bin/bash
# OpenROAD 26Q1-2900-gdf79404cd8, Yosys 0.63+post, stock flow scripts
make -C /OpenROAD-flow-scripts/flow DESIGN_CONFIG=/design/flow/config.mk WORK_HOME=/design/flow/orfs finish
--- flow/config.mk ---
export PLATFORM = sky130hd
export DESIGN_NAME = uart_rx_top
export DESIGN_NICKNAME = uart_rx_top
export VERILOG_FILES = /design/flow/design.v
export SDC_FILE = /design/flow/constraint.sdc
export NUM_CORES = 4
export LEC_CHECK = 1
export CORE_AREA = 10 10 95 95
export DIE_AREA = 0 0 105 105
--- flow/constraint.sdc ---
current_design uart_rx_top

set clk_period 3.6
set clk_io_pct 0.2

create_clock -name clk0 -period $clk_period [get_ports {clk}]

set non_clock_inputs [all_inputs -no_clocks]
set_input_delay [expr $clk_period * $clk_io_pct] -clock clk0 $non_clock_inputs
set_output_delay [expr $clk_period * $clk_io_pct] -clock clk0 [all_outputs]
==> out/results.md <==
| Group | Parameter | This run |
|---|---|---|
| synthesis | Synthesis Warnings | 1 |
| sta | Highest achievable clock rate | 470 MHz |
| sta | Number of hold violations in the final report | 0 |
| final layout | Registers with the highest flip-flop counts | dout: 8 flops, count: 4 flops |
| synthesis | Avg Synthesized Cell Area | 9.84 um2 |
| synthesis | Register share after synthesis | 47.8% |
| synthesis | Commonest cells in the netlist | inv_1 (15), nand2_1 (14), edfxtp_1 (13), o21ai_0 (13), nor2_1 (12) |
| sta | Fin crit period | 2130 ps |
| global route | Wire length of the first global-routing pass | 3800 um |
| setup path | Data arrival time of the critical path | 2040 ps |
| setup path | Worst flop-to-flop path startpoint | state[2] |
| die | Core ar. | 0.00691 mm2 |
| routing | Overall via count from detail_route | 936 |
| routing | Wire length on met3 | 127 um |
| global route | Largest net degree at the start of global routing | 15 |
| setup path | Kind of capture point of the worst setup path | flip-flop |
| final layout | Synth-to-layout area growth | 18.9% |
| routing | Number of nets still failing antenna checks after routing | 0 |
| final layout | Fillers | 737 |
| place | Port-buffer cells | 11 |
| clocking | Clock sink total | 23 |
| sta | Max Transition Viols Final | 0 |
| routing | Remaining routing DRC violations | 0 |
| die | Height of the die | 105 um |
| routing | Total wire length | 2370 um |
| setup path | Launching instance or port of the critical path | rst |
| routing | N_diodes | 0 |
| sta | RSZ-0062 raised after global routing | no |
| clocking | Buffer count from post-CTS setup fixing | 0 |
| sta | Setup slack of the critical path after layout | 1470 ps |
| synthesis | Proportion of register bits with asynchronous set or reset after synthesis | 39.1% |
| final layout | Register bank with the most flops | dout |
| power | Cell area power density | 472 mW/mm2 |
| final layout | Layout cells sized above 1 | 4.14% |
| global route | Overflow after GRT | 0 |
| clocking | TritonCTS clock tree | built |
| clocking | Clock root buffer | clkbuf_8 |
| synthesis | Library cell with the highest instance count after synthesis | inv_1 |
| clocking | Number of buffers created by CTS | 3 |
| setup path | Largest fanout of any net on the critical path | 11 |
| power | Maximum ir drop on the vdd rail | 124 uV |
| routing | Number of search-and-repair iterations in the first detailed-routing pass | 4 |
| global route | Vias in the first global route | 836 |
| sta | Number of setup violations in the final report | 0 |
| setup path | Slowest stage cell on the critical path | nor2_1 |
| synthesis | Area of the mapped netlist | 0.00133 mm2 |
| setup path | Worst path bufs/invs | 2 |
| synthesis | Count of flip-flops with a built-in enable after synthesis | 13 |
| job | Tool warnings | 29 |
| setup path | Slowest Stage Delay on Critical Path | 490 ps |
| final layout | Largest register FFs | 8 |
| clocking | Number of buffers inserted for hold repair after clock tree synthesis | 0 |
| sta | Aggregate negative setup slack | 0 ps |
| clocking | Resize count post-CTS | 0 |
| synthesis | Total cells reported by yosys after synthesis | 135 |
| setup path | Ordered cell list for the critical path | clkdlybuf4s50_1 > inv_1 > nand2_1 > nor2_1 |
| sta | Transition time at the pin with the least slew margin | 593 ps |
| synthesis | Flip-flop cell with the highest count after synthesis | edfxtp_1 |
| status | Result of the run | completed |
| clocking | Clock transition time at the flip-flop clock pins of the worst setup and hold paths | 80 ps |
| setup path | Critical path class | in2reg |
| worst hold path | Worst Hold Launch | pe_reg |
| synthesis | Area of the synthesized netlist per yosys stat | 0.00133 mm2 |
| synthesis | Synth unique cells | 38 |
| global route | Antenna violations before repair | 0 |
| place | Detailed placement HPWL | 1780 um |
| clocking | Worst-Skew Late Latency | 260 ps |
| sta | Clock tree skew after final layout | 5.40 ps |
| synthesis | Cell taking the most area after synthesis | edfxtp_1 |
| die | Horizontal extent of the die | 105 um |
| clocking | Clock buffer depth | 2 |
| sta | Rel. slew slack | 60.3% |
| worst hold path | Hold Crit Class | reg2reg |
| job | Max-cap violation count | 0 |
| routing | Drt wl/cell | 9.85 um |
| sta | Share of the cycle needed by the critical path after routing | 59.2% |
| clocking | H-tree depth | 1 |
| synthesis | Top cells by area in the synthesized netlist | edfxtp_1 (29%), dfrtp_1 (17%), ha_1 (6.6%) |
| synthesis | Number of flip-flops and latches in the synthesized netlist | 23 |
| synthesis | Largest type area fraction | 29.4% |
| routing | Uppermost routed layer | met4 |
| power | Leakage component of the power | 0.613 nW |
| routing | Via-to-Cell Ratio | 3.88 |
| die | Init Core Util | 19.2% |
| place | Pre-CTS worst setup slack | 1130 ps |
| routing | Wire length on met1 | 1180 um |
| place | RD Place Congestion | 0.799 |
| synthesis | Synth Instances | 135 |
| global route | Total global-route track usage | 4.00% |
| setup path | Crit path max-delay family | buffers and inverters |
| setup path | Data required time at the worst endpoint | 3510 ps |
| setup path | Critical Path Start Type | primary input |
| routing | Met2 WL | 1020 um |
| die | Floorplan die area | 0.0110 mm2 |
| routing | Violation count after the first detailed-route iteration | 54 |
| die | Count of boundary I/O pins | 13 |
| die | Std cell rows | 30 |
==> power by group <==
group	switching [mW]	internal (mW)	total (mW)
combinational	0.120	0.0962	0.216
sequential	0.0451	0.324	0.369
clock	0.0829	0.0782	0.161
==> per-layer routing <==
layer,track usage [%],vias to the layer above
li1,-,490
met1,5.60,419
met2,5.96,25
met3,1.24,2
met4,0.882,0
met5,0,-
==> kinds of logic (layout without fill, tap and decap cells) <==
kind of cell	count (synthesis)	after routing	synth area share, %
muxes	3	3	2.35
AOI/OAI and AO/OA	30	30	14.0
adders and majority gates	7	7	6.59
DFF	23	23	47.8
other	1	1	0.282
xor gates and xnor gates	8	8	5.27
buffers and inverters	20	30	6.31
and+or+nand+nor	43	43	17.3
==> cell usage in the layout (no fill, tap or decap), types with 3 or more instances in the layout <==
master	n
inv_1	15
nand2_1	14
o21ai_0	13
edfxtp_1	13
nor2_1	12
clkdlybuf4s50_1	11
dfrtp_1	9
xnor2_1	8
ha_1	7
a21oi_1	4
and3_1	3
clkbuf_8	3
==> worst paths after layout <==
kind	endpoint	slack (ps)	cells past startpoint
setup / recovery	dout[3]	1470	4
hold / removal	pe	470	1
setup reg to reg	dout[3]	1660	4
hold reg to reg	pe	470	1
max in group asynchronous	fe	2580	2
min in group asynchronous	bitcnt[0]	730	2
==> stage by stage <==
stage / cell area, um2 / std cells / power [mW] / util (%) / hold slack [ps]
floorplan: 1330 / 135 / 0.535 / - / 426
global placement: 1530 / 237 / 0.590 / 22.2 / 451
detailed placement: 1530 / 237 / 0.590 / 22.2 / 459
CTS: 1580 / 241 / 0.753 / 22.9 / 479
global route: 1580 / 241 / 0.807 / 22.9 / 494
finish: 1580 / 241 / 0.746 / 22.9 / 474
==> area by class of cell <==
class | instances | area (um2) | share of cell area, %
Sequential cell | 23 | 636 | 40.2
Multi-Input combinational cell | 92 | 609 | 38.6
Tap cell | 96 | 120 | 7.60
Timing Repair Buffer | 11 | 110 | 6.97
Inverter | 15 | 56.3 | 3.56
Clock buffer | 3 | 41.3 | 2.61
Clock inverter | 1 | 7.51 | 0.475
No activity file was given, so power comes from the tool's default toggle rates.
