===== flow/design.v =====
module uart_tx_top(
input clk, rst, baud_pulse, pen, thre, stb, sticky_parity, eps, set_break,
input [7:0] din,
input [1:0] wls,
output reg pop, sreg_empty,tx
);
typedef enum logic [1:0] {idle = 0, start = 1 , send = 2 , parity = 3} state_type;
state_type state = idle;   
 reg [7:0] shft_reg;
 reg tx_data;
 reg d_parity;
 reg [2:0] bitcnt = 0;
 reg [4:0] count = 5'd15;
 reg parity_out;
 always@(posedge clk, posedge rst)
 begin
     if(rst)
       begin
       state  <= idle;
       count  <= 5'd15;
       bitcnt <= 0;
       shft_reg   <= 8'bxxxxxxxx;
       pop        <= 1'b0;
       sreg_empty <= 1'b0;
       tx_data    <= 1'b1;  
       end
     else if(baud_pulse)
        begin
           case(state)
             idle: 
              begin
                if(thre == 1'b0)  
                begin 
                    if(count != 0)
                      begin
                      count <= count - 1;
                      state <= idle;
                      end
                    else
                      begin
                      count <= 5'd15;
                      state <= start;
                      bitcnt  <= {1'b1,wls};
                         pop         <= 1'b1;   
                         shft_reg    <= din;    
                         sreg_empty  <= 1'b0;
                         tx_data <= 1'b0;  
                      end
                 end
              end
             start: 
               begin
                     if( count != 0)
                      begin
                      count <= count - 1;
                      state <= start;
                      end
                    else
                      begin
                      count  <= 5'd15;
                      state  <= send;
                         case(wls)
                         2'b00: d_parity <= ^shft_reg[4:0];  
                         2'b01: d_parity <= ^shft_reg[5:0];   
                         2'b10: d_parity <= ^shft_reg[6:0];   
                         2'b11: d_parity <= ^shft_reg[7:0];   
                         endcase
                      tx_data    <= shft_reg[0]; 
                      shft_reg   <= shft_reg >> 1; 
                      pop        <= 1'b0;
                      end
               end
             send: 
               begin
                       case({sticky_parity, eps})
                        2'b00: parity_out <= ~d_parity;
                        2'b01: parity_out <= d_parity;
                        2'b10: parity_out <= 1'b1;
                        2'b11: parity_out <= 1'b0;
                        endcase
                     if(bitcnt != 0)
                          begin
                                if(count != 0)
                                  begin
                                  count <= count - 1;
                                  state <= send;  
                                  end
                                else
                                  begin
                                  count <= 5'd15;
                                  bitcnt <= bitcnt - 1;
                                  tx_data    <= shft_reg[0]; 
                                  shft_reg   <= shft_reg >> 1;
                                  state <= send;
                                  end
                             end
                       else
                          begin
                                if(count != 0)
                                  begin
                                  count <= count - 1;
                                  state <= send;  
                                  end
                                else
                                  begin
                                   count <= 5'd15;
                                   sreg_empty <= 1'b1;
                                      if(pen == 1'b1)
                                       begin
                                         state <= parity;
                                         count <= 5'd15;
                                         tx_data <= parity_out;
                                       end  
                                      else
                                       begin
                                         tx_data <= 1'b1;
                                         count   <= (stb == 1'b0 )? 5'd15 :(wls == 2'b00) ? 5'd23 : 5'd31;
                                         state   <= idle;
                                       end  
                                  end
                        end 
               end
             parity: 
               begin
                     if(count != 0)
                      begin
                      count <= count - 1;
                      state <= parity;
                      end
                    else
                      begin
                      tx_data <= 1'b1;
                      count   <= (stb == 1'b0 )? 5'd15 :(wls == 2'b00) ? 5'd17 : 5'd31;
                      state <= idle;
                      end
               end 
             default: ;
            endcase   
        end
 end
always@(posedge clk, posedge rst)
begin
if(rst)
  tx <= 1'b1;
else
  tx <= tx_data & ~set_break;
end    
endmodule

===== flow/run.sh =====
#!/bin/bash
# OpenROAD 26Q1-2900-gdf79404cd8, Yosys 0.63+post, stock flow scripts
make -C /OpenROAD-flow-scripts/flow DESIGN_CONFIG=/design/flow/config.mk WORK_HOME=/design/flow/orfs finish

===== flow/config.mk =====
export PLATFORM = sky130hd
export DESIGN_NAME = uart_tx_top
export DESIGN_NICKNAME = uart_tx_top
export VERILOG_FILES = /design/flow/design.v
export SDC_FILE = /design/flow/constraint.sdc
export NUM_CORES = 4
export LEC_CHECK = 1
export CORE_AREA = 10 10 100 100
export DIE_AREA = 0 0 110 110

===== flow/constraint.sdc =====
current_design uart_tx_top

set clk_period 5.5
set clk_io_pct 0.2

create_clock -name clk0 -period $clk_period [get_ports {clk}]

set non_clock_inputs [all_inputs -no_clocks]
set_input_delay [expr $clk_period * $clk_io_pct] -clock clk0 $non_clock_inputs
set_output_delay [expr $clk_period * $clk_io_pct] -clock clk0 [all_outputs]

==> Implementation_results.wiki <==
=== Physical design figures ===
{| class="wikitable"
! Metric !! Value
|-
| Buffers added on ports || 21
|-
| Cell family with the largest share of critical-path delay || simple AND/OR/NAND/NOR gates
|-
| Startpoint type of the worst setup path || primary input
|-
| Count of final hold-check violations || 0
|-
| Post-synth design cell area || 1520 um2
|-
| Number of diodes added for antenna fixing || 0
|-
| Crit. End Element || flop
|-
| FP Rows || 32
|-
| Status || completed
|-
| Maximum number of pins on one net before global-route repair || 23
|-
| Unique cell types || 45
|-
| Clock-pin slew on the worst setup and hold paths || 0.08 ns
|-
| Ratio of cells with drive above 1 in the final layout || 0.0879
|-
| DR WL/cell || 11.9 um
|-
| Die H || 110 um
|-
| FF+latch count, synth || 24
|-
| Static Leakage || 0.734 nW
|-
| Worst Skew || 0.00123 ns
|-
| Boundary pin count || 22
|-
| Peak supply drop || 122 uV
|-
| Overall Global Routing Usage || 0.0578
|-
| Avg Vias per Cell || 4.25
|-
| Hold WC Path Type || reg -> reg
|-
| DRT Pass-1 Iters || 4
|-
| Number of enable flip-flop cells || 2
|-
| Number of OpenROAD warnings || 30
|-
| Area of all sequential standard cells || 618 um2
|-
| Unrepaired setup endpoints after global routing || no
|-
| Total wire length after detailed routing || 3390 um
|-
| Root buf cell || clkbuf_8
|-
| Total gr overflow || 0
|-
| Crit Path Max Fanout || 16
|-
| Summed standard-cell area reported by yosys || 1520 um2
|-
| Clk sinks || 24
|-
| Crit-path cells || clkdlybuf4s50_1 > a21bo_2 > nor4_4 > nor2_1 > a21oi_2
|-
| Mean Syn Cell Area || 9.39 um2
|-
| Clock period minus worst slack || 2.69 ns
|-
| Util after Layout || 0.241
|-
| Worst rel slew slack || 0.460
|-
| Final Total Pwr || 0.769 mW
|-
| Number of setup violations in the final report || 0
|-
| Number of buffers between clock root and the deepest sink || 2
|-
| Post-layout instance count excluding filler cells || 284
|-
| Number of cell instances after yosys synthesis || 162
|-
| Count of pins over their slew limit || 0
|-
| Fmax || 372 MHz
|-
| Number of cells produced by synthesis || 162
|-
| Clock tree from TritonCTS || yes
|-
| Detailed placer's ending HPWL || 2660 um
|-
| Iteration-0 DRC Markers || 52
|-
| Buf/Inv on CP || 1
|-
| Warnings from Yosys || 1
|-
| Slowest cell delay on critical path || 0.74 ns
|-
| Residual antenna-violating net count after detailed routing || 0
|-
| Clock latency reported for the late side of the worst-skew pair || 0.26 ns
|-
| Growth of design area from synthesis to finish || 23.6%
|-
| Area of the die || 12100 um2
|-
| Overall die width || 110 um
|-
| Final Cycle Share || 0.488
|-
| Post-CTS Resized || 0
|-
| Power Density || 409 nW/um2
|-
| Path type of the worst setup path || in -> reg
|-
| Data required time at the worst endpoint || 5.70 ns
|-
| Arrival @ worst endpoint || 2.88 ns
|-
| Overall via count from detail_route || 1208
|-
| Cell with the largest stage delay on the worst path || nor4_4
|-
| Placed Cells || 280
|-
| Tightest Pin Transition || 0.804 ns
|-
| Number of hold-repair buffers added at the cts stage || 0
|-
| Max FFs per register || 8
|-
| Antenna violations before repair || 0
|-
| Placeable core region || 7810 um2
|-
| Area occupied by multi-input gates || 827 um2
|-
| Number of global-route vias before repair || 1231
|-
| Number of maximum-capacitance violations || 0
|-
| Routability cong. || 0.827
|-
| Setup Fix Bufs, Post-CTS || 0
|-
| Initial core utilization || 0.195
|-
| Async S/R FF share, synth || 0.917
|-
| Number of buffers created by CTS || 3
|-
| Most instantiated flip-flop cell in the synthesis netlist || dfrtp_1
|-
| First-pass GRT wire length || 5720 um
|-
| Count of unresolved DRC violations after routing || 0
|-
| Post-route worst hold slack || 0.492 ns
|-
| H-tree levels || 1
|-
| Count of filler cells inserted in the layout || 829
|-
| Post-synthesis sequential area ratio || 0.406
|-
| Setup total negative slack || 0 ns
|}
synth_stat cells (2+ instances only):
library cell	n	area, um2
mux2i_1	9	90.1
a21oi_2	2	17.5
clkbuf_1	3	11.3
a31oi_1	3	18.8
o31ai_1	3	22.5
dfstp_2	6	158
o211ai_1	2	15.0
nor3_1	4	20.0
inv_1	12	45.0
a21oi_1	12	60.1
and3_1	2	12.5
nand2_1	10	37.5
nor2_1	21	78.8
edfxtp_1	2	60.1
o21ai_0	8	40.0
a211oi_1	3	22.5
nor2b_1	2	12.5
ha_1	8	100
nand3b_1	3	22.5
dfrtp_1	16	400
xnor2_1	7	61.3
per-layer routing:
layer	vias up	track usage	part of all wire
met4	0	0.00372	0.0062
met2	19	0.0914	0.43
li1	620	-	-
met3	2	0.0194	0.066
met1	567	0.0790	0.50
met5	-	0	0
cell families (layout without fill, tap and decap cells):
logic type	Yosys count	count (layout)	share of synthesized area
AOI/OAI and AO/OA	43	43	0.187
xor gates and xnor gates	7	7	0.0403
DFF	24	24	0.406
muxes	10	10	0.0666
adders and majority gates	8	8	0.0658
buffers and inverters	18	38	0.0502
and+or+nand+nor	52	52	0.184
final timing paths:
check	start	endpoint	slack [ns]	cells past startpoint
max in group asynchronous	rst	tx_data$_DFFE_PP1P_	3.96	3
max reg2reg	count[0]$_DFFE_PP1P_	shft_reg[0]$_DFFE_PP0P_	3.08	6
max	baud_pulse	shft_reg[0]$_DFFE_PP0P_	2.81	5
min	count[1]$_DFFE_PP1P_	count[1]$_DFFE_PP1P_	0.49	2
min in group asynchronous	rst	pop$_DFFE_PP0P_	1.26	3
min reg2reg	count[1]$_DFFE_PP1P_	count[1]$_DFFE_PP1P_	0.49	2
cell usage in the layout (no fill, tap or decap), drive strengths merged, types with 2 or more instances in the layout:
cell | netlist | layout
nand2 | 10 | 10
nor2 | 21 | 21
and3 | 2 | 2
edfxtp | 2 | 2
dfrtp | 16 | 16
mux2i | 9 | 9
clkbuf | 3 | 3
xnor2 | 7 | 7
o31ai | 3 | 3
inv | 12 | 12
nor3 | 4 | 4
a21oi | 14 | 14
nor2b | 2 | 2
a211oi | 3 | 3
clkdlybuf4s50 | 0 | 21
a31oi | 3 | 3
dfstp | 6 | 6
nand3b | 3 | 3
o211ai | 2 | 2
ha | 8 | 8
o21ai | 8 | 8
tightest hold or removal path, cell delays in order (launching register included):
cell and delay, ns:
dfstp_2 0.38, nand2_1 0.04, o21ai_0 0.07
per-stage QoR:
step	cell area, um2	setup slack (ns)
after detailed placement	1840	2.57
after floorplan	1520	3.38
after global routing	1880	2.70
final	1880	2.81
after global placement	1840	2.58
after CTS	1880	2.84
final cells by class:
cell class	instances	share of cell area
well taps	102	0.0679
inverters	12	0.0240
flip-flops and latches	24	0.329
multi-input cells	120	0.440
clock buffers	3	0.0220
clock inverters	1	0.00200
repair buffers	22	0.116
report_power, final:
group	leakage (nW)	internal (mW)	switching (mW)	total, mW
Clock	0.0231	0.0499	0.0547	0.105
Combinational	0.440	0.174	0.176	0.349
Sequential	0.271	0.257	0.0578	0.315
No activity file was given, so power comes from the tool's default toggle rates.
